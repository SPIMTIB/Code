**flow/design.v**
```verilog
`timescale 1ns / 1ps
module defines();
endmodule
module mul(
    input clock,
    input reset,
    input [4:0] ALUControlE,
    input [31:0]SrcAE,
    input [31:0]SrcBE,
    output [31:0] mul_hi,         
    output [31:0] mul_lo         
    );
    wire [63:0]mul_result;
    wire if_sig;
    wire [31:0] mul_data_1;
    wire [31:0] mul_data_2;
    assign if_sig = (ALUControlE == 5'b00100)?1'b1:1'b0;
    assign mul_data_1 = (if_sig && SrcAE[31] == 1'b1)?(~SrcAE+1'b1):SrcAE;
    assign mul_data_2 = (if_sig && SrcBE[31] == 1'b1)?(~SrcBE+1'b1):SrcBE;
    assign mul_result = (SrcAE[31] ^ SrcBE[31] == 1'b1)?(~(mul_data_1 * mul_data_2)+1'b1):(mul_data_1 * mul_data_2);
    assign mul_hi = (reset == 1'b1) ?32'h00000000 :mul_result[63:32];
    assign mul_lo = (reset == 1'b1) ?32'h00000000 :mul_result[31:0];
endmodule
```
**flow/config.mk**
```make
export PLATFORM = sky130hd
export DESIGN_NAME = mul
export DESIGN_NICKNAME = mul
export VERILOG_FILES = /design/flow/design.v
export SDC_FILE = /design/flow/constraint.sdc
export NUM_CORES = 4
export LEC_CHECK = 1
export CORE_UTILIZATION = 40
```
**flow/run.sh**
```bash
#!/bin/bash
# OpenROAD 26Q1-2900-gdf79404cd8, Yosys 0.63+post, stock flow scripts
make -C /OpenROAD-flow-scripts/flow DESIGN_CONFIG=/design/flow/config.mk WORK_HOME=/design/flow/orfs finish
```
**flow/constraint.sdc**
```tcl
current_design mul

set clk_period 55.2
set clk_io_pct 0.2

create_clock -name clk0 -period $clk_period

set non_clock_inputs [all_inputs -no_clocks]
set_input_delay [expr $clk_period * $clk_io_pct] -clock clk0 $non_clock_inputs
set_output_delay [expr $clk_period * $clk_io_pct] -clock clk0 [all_outputs]
```
==> Changelog: implementation <==
## Implementation

* Most frequent cell after synthesis: inv_1
* Initial DRC count at 1442
* Total GRT Usage at 0.289
* Crit-path max cell delay at 0.76 ns
* Area Overhead vs Synth at 8.91%
* Slew headroom at 0.398
* PwrDens at 388 mW/mm²
* RSZ-0062 raised after global routing: no
* Setup TNS at 0 ns
* Ports at 135
* Critical path's slowest cell: nor3_1
* Cell taking the most area after synthesis: fa_1
* Layout clock buffers at 0
* Area leader share at 0.486
* DIE WIDTH at 306 µm
* Fp util at 0.403
* Crit-path max FO at 22
* Initial antenna violation count at 2
* Max Slew Vio Count at 0
* Tmin final at 34.96 ns
* Switching fraction of total power at 0.627
* I/O Buffers at 134
* Routed Antenna Nets at 0
* Share of cells above drive strength 1 at 0.0487
* Commonest cells in the netlist: inv_1, fa_1, nor2_1, nand2_1, ha_1
* Final period utilization at 0.633
* Dpl cells at 5746
* Pleak at 19.8 nW
* Flop area at 0 µm²
* Final instance area at 0.0402 mm²
* CTS Hold Bufs at 0
* Library cells used by synthesis at 100
* Vias at 30600
* Tool warnings at 33
* Drt first pass iters at 7
* DR DRC count at 0
* Drt total wl at 123000 µm
* CTS resizes at 0
* Vert. Die Dim at 306 µm
* Mapped Area at 0.0369 mm²
* Detail Placement HPWL at 103000 µm
* Crit. End Element: output port
* Crit path kind: input pin to output port
* Yosys chip area at 0.0369 mm²
* Crit path DRT at 44.16 ns
* Hold Startpoint: reset
* Number of fill cells in the layout at 9055
* Seq/Total Area, Yosys at 0
* Hold Vio Cnt, Final at 0
* Seq cells at 0
* CP Launch Point: SrcAE[2]
* First-pass GRT wire length at 192000 µm
* Setup violators final at 0
* Synth warnings at 0
* Worst slew pin tran at 0.897 ns
* Ys cells at 4503
* Outcome: completed
* Core ar. at 0.0915 mm²
* Vias in the first global route at 31800
* Avg Cell Area, Syn at 8.19 µm²
* Finished Layout Cells at 5747
* Cell Int Power at 0.00583 W
* CP arrival at 23.92 ns
* Die Area at 0.0935 mm²
* F_max at 28.6 MHz
* Drt via density at 5.32
* Max VDD drop at 467 µV
* Worst hold slack at 23.12 ns
* Gpl congestion at 1.00
* Largest net degree at the start of global routing at 65
* Max cap viols at 0
* Cell area leaders: fa_1, inv_1, ha_1
* CP Launch Type: input pin
* Total grt overflow at 0
* Post CTS Setup Buffer Count at 0
* Row Count at 111
* Syn Inst Count at 4503
* Placed instance area at 0.0402 mm²
* Routed len/inst at 21.4 µm
* Min-delay worst type: input pin to output port
* Switching Power at 0.00978 W
* CP dominant cell by count: fa_1
==> metrics by stage <==
stage	power [W]	utilization	worst slack, ns
after floorplan	0.00987	-	22.98
after global placement	0.0154	0.439	20.45
after detailed placement	0.0154	0.439	20.43
after CTS	0.0155	0.439	20.36
after global routing	0.0170	0.439	19.64
final	0.0156	0.439	20.24
==> layout make-up <==
type,count,area [µm²],share of cell area
Tap cell,1186,1480,0.0369
Antenna cell,1,2.50,0.0000623
Inverter,918,3450,0.0857
Timing Repair Buffer,275,2390,0.0596
Multi-Input combinational cell,3367,32900,0.818
==> critical path, delay by kind of cell <==
kind | cells | cell delay [ns]
buffers and inverters | 8 | 1.85
xor gates and xnor gates | 2 | 0.46
and+or+nand+nor | 10 | 3.91
AOI/OAI and AO/OA | 5 | 1.99
adders and majority gates | 9 | 4.59
==> per-layer routing <==
layer / wire length [µm] / vias up / track usage / part of all wire
li1: - / 13800 / - / -
met3: 16000 / 188 / 0.148 / 0.13
met1: 47400 / 15400 / 0.384 / 0.39
met2: 54600 / 1248 / 0.426 / 0.44
met4: 4500 / 6 / 0.0789 / 0.037
met5: 250 / - / 0.0207 / 0.0020
==> placed cells by master (no fill, tap or decap), types with 7 or more instances in the layout <==
cell / synthesis / routed
inv_1: 918 / 918
fa_1: 896 / 896
nor2_1: 698 / 698
nand2_1: 592 / 592
ha_1: 266 / 266
buf_4: 3 / 141
a21oi_1: 136 / 136
clkdlybuf4s50_1: 0 / 133
o21ai_0: 81 / 81
xor2_1: 87 / 78
xnor2_1: 104 / 77
nand4_1: 47 / 47
nor3_1: 40 / 40
xnor2_2: 0 / 27
a21o_1: 27 / 27
and2_1: 25 / 25
nand3_1: 25 / 25
or3_1: 25 / 25
nor4_1: 23 / 22
a31oi_1: 21 / 21
nand2b_1: 20 / 20
a211oi_1: 12 / 12
or4_1: 11 / 11
and3_1: 11 / 11
o21a_1: 11 / 11
o31ai_1: 10 / 10
xor2_2: 0 / 9
nor2b_1: 9 / 9
nand3b_1: 8 / 8
or2_2: 8 / 8
and4_1: 8 / 8
mux2i_1: 8 / 7
o41ai_1: 7 / 7
o21ai_1: 7 / 7
nor4b_1: 7 / 7
o21bai_1: 7 / 7
==> power groups by stage <==
stage | Sequential, W | Combinational [W] | Clock (W)
after CTS | 0 | 0.0155 | 0
after global routing | 0 | 0.0170 | 0
==> kinds of logic (layout without fill, tap and decap cells) <==
group / Yosys count / after routing / synth area share
buffers and inverters: 1136 / 1193 / 0.117
AND-OR/OR-AND: 418 / 418 / 0.0751
XOR/XNOR: 191 / 191 / 0.0453
adder cells (fa/ha/maj): 1162 / 1162 / 0.576
other: 0 / 1 / 0
AND/OR/NAND/NOR: 1586 / 1586 / 0.183
multiplexers: 10 / 10 / 0.00278
==> final timing paths <==
path	end	slack, ns	cells past startpoint
max	mul_hi[30]	20.24	34
min	mul_lo[27]	23.12	4
No activity file was given, so power comes from the tool's default toggle rates.
